==> design/flow/config.mk <==
export PLATFORM = sky130hd
export DESIGN_NAME = top_gcd
export DESIGN_NICKNAME = top_gcd
export VERILOG_FILES = /design/flow/design.v
export SDC_FILE = /design/flow/constraint.sdc
export NUM_CORES = 4
export LEC_CHECK = 1
export CORE_AREA = 10 10 114 114
export DIE_AREA = 0 0 124 124
==> design/flow/constraint.sdc <==
current_design top_gcd

set clk_period 4.0
set clk_io_pct 0.2

create_clock -name clk0 -period $clk_period [get_ports {clk}]

set non_clock_inputs [all_inputs -no_clocks]
set_input_delay [expr $clk_period * $clk_io_pct] -clock clk0 $non_clock_inputs
set_output_delay [expr $clk_period * $clk_io_pct] -clock clk0 [all_outputs]
==> design/flow/design.v <==
`timescale 1ns / 1ps
module comparator(
input [6:0] ta_out,tb_out,
output a_gt_b,a_lt_b,a_eq_b
    );
   assign a_gt_b = (ta_out>tb_out);
   assign a_lt_b = (ta_out<tb_out);
   assign a_eq_b = (ta_out==tb_out);
endmodule
module controller(
input clk,rst,go,
input a_gt_b, a_lt_b, a_eq_b,
output reg done,
 output reg a_ld,b_ld,a_sel,b_sel,output_en
);
  reg[2:0] ps,ns;
parameter s0=3'b000;
parameter s1=3'b001;
parameter s2=3'b010;
parameter s3=3'b011;
parameter s4=3'b100;
parameter s5=3'b101;
parameter s6=3'b110;
parameter s7=3'b111;
always @(posedge clk or posedge rst  )begin
if (rst) 
ps <= s0;
else 
ps <= ns;
end
always @(go or a_gt_b or a_lt_b or a_eq_b or ps) begin
case(ps)
s0: begin
if (go==1'b0)
ns = s0;
else ns=s1;
end
s1: ns=s2;
s2: ns=s3;
s3:begin
if (a_gt_b) 
ns=s4;
else if(a_lt_b)
ns=s5;
else if(a_eq_b)
ns=s7;
else 
ns=s7;
end
s4: ns= s6;
s5: ns= s6;
s6: ns= s3;
s7: ns= s0;
default : ns=s0;
endcase 
end
always @(ps) begin
case(ps)
s0 : begin
a_sel = 1'b0;
b_sel = 1'b0;
a_ld = 1'b0;
b_ld = 1'b0;
done = 1'b0;
output_en =1'b0;
end
s1 : begin
a_sel = 1'b1;
b_sel = 1'b1;
a_ld = 1'b1;
b_ld = 1'b1;
done = 1'b0;
output_en =1'b0;
end
s2 : begin
a_sel = 1'b0;
b_sel = 1'b0;
a_ld = 1'b0;
b_ld = 1'b0;
done = 1'b0;
output_en =1'b0;
end
s3 : begin
a_sel = 1'b0;
b_sel = 1'b0;
a_ld = 1'b0;
b_ld = 1'b0;
done = 1'b0;
output_en =1'b0;
end
s4 : begin
a_sel = 1'b0;
b_sel = 1'b0;
a_ld = 1'b1;
b_ld = 1'b0;
done = 1'b0;
output_en =1'b0;
end
s5 : begin
a_sel = 1'b0;
b_sel = 1'b0;
a_ld = 1'b0;
b_ld = 1'b1;
done = 1'b0;
output_en =1'b0;
end
s6 : begin
a_sel = 1'b0;
b_sel = 1'b0;
a_ld = 1'b0;
b_ld = 1'b0;
done = 1'b0;
output_en =1'b0;
end
s7 : begin
a_sel = 1'b0;
b_sel = 1'b0;
a_ld = 1'b0;
b_ld = 1'b0;
done = 1'b1;
output_en =1'b1;
end
default: begin 
a_sel = 1'b0;
b_sel = 1'b0;
a_ld = 1'b0;
b_ld = 1'b0;
done = 1'b0;
output_en =1'b0;
end
endcase
end
endmodule
module datapath(
input clk,rst,
input [6:0] data_sel_1 , data_sel_2,
input a_sel,b_sel, a_ld,b_ld, output_en,
output a_gt_b,a_eq_b,a_lt_b,
output [6:0] out
);
wire [6:0] ta_out,tb_out,t1,t2,ta_in,tb_in;
 subtractor  S1(.P(ta_out),.Q(tb_out),.R(t1));
 subtractor  S2(.P(tb_out),.Q(ta_out),.R(t2));
 mux_1 m1(.data_sel_1(data_sel_1), .t1(t1),.a_sel(a_sel),.ta_in(ta_in));
 mux_2 m2(.data_sel_2(data_sel_2), .t2(t2),.b_sel(b_sel),.tb_in(tb_in));
reg_a RA(.clk(clk),.rst(rst),.ta_in(ta_in),.a_ld(a_ld),.ta_out(ta_out));
reg_b RB(.clk(clk),.rst(rst),.tb_in(tb_in),.b_ld(b_ld),.tb_out(tb_out));
reg_out ROUT(.clk(clk),.rst(rst),.ta_out(ta_out),.output_en(output_en),.out(out));
comparator comp(.ta_out(ta_out),.tb_out(tb_out),.a_gt_b(a_gt_b),.a_lt_b(a_lt_b),.a_eq_b(a_eq_b));
endmodule
`timescale 1ns / 1ps
module mux_1(
input [6:0] data_sel_1,
input  [6:0] t1,
input a_sel,
output [6:0] ta_in
    );
    assign ta_in = a_sel ? data_sel_1 : t1;
endmodule
module mux_2(
input [6:0] data_sel_2,
input  [6:0] t2,
input b_sel,
output [6:0] tb_in
    );
    assign tb_in = b_sel ? data_sel_2 : t2;
endmodule
`timescale 1ns / 1ps
module reg_a(
input clk,rst,
input [6:0] ta_in,
input a_ld,
output [6:0] ta_out
    );
    reg [6:0] reg_a1;
    always @(posedge clk or posedge rst) begin
    if(rst)
    reg_a1 <= 0;
    else if(a_ld)
    reg_a1 <= ta_in;
    end
    assign ta_out = reg_a1;
endmodule
module reg_b(
input clk,rst,
input [6:0] tb_in,
input b_ld,
output [6:0] tb_out
    );
    reg [6:0] reg_b1;
    always @(posedge clk or posedge rst) begin
    if(rst)
    reg_b1 <= 0;
    else if(b_ld)
    reg_b1 <= tb_in;
    end
    assign tb_out = reg_b1;
endmodule
module reg_out(
input clk,rst,
input [6:0] ta_out,
input output_en,
output [6:0] out
    );
    reg [6:0] reg_out1;
    always @(posedge clk or posedge rst) begin
    if(rst)
    reg_out1 <= 0;
    else if (output_en)
    reg_out1 <= ta_out;
    end
    assign out = reg_out1;
endmodule
module subtractor(
input wire [6:0] P,Q,
output wire [6:0] R
); 
assign R = P - Q ;
endmodule
module top_gcd(
input clk,rst,go,
input [6:0] data_sel_1, data_sel_2,
output [6:0] out,
output done
    );
    wire a_gt_b,a_eq_b,a_lt_b;
 datapath dapth1(.clk(clk),.rst(rst),.data_sel_1(data_sel_1),.data_sel_2(data_sel_2),.a_gt_b(a_gt_b),.a_eq_b(a_eq_b),.a_lt_b(a_lt_b),.out(out),.a_ld(a_ld),.b_ld(b_ld),.a_sel(a_sel),.b_sel(b_sel),.output_en(output_en) );
 controller ctrl(.clk(clk),.rst(rst),.a_gt_b(a_gt_b),.a_eq_b(a_eq_b),.a_lt_b(a_lt_b),.done(done),.a_ld(a_ld),.b_ld(b_ld),.a_sel(a_sel),.b_sel(b_sel),.output_en(output_en),.go(go));   
endmodule
==> design/flow/run.sh <==
#!/bin/bash
# OpenROAD 26Q1-2900-gdf79404cd8, Yosys 0.63+post, stock flow scripts
make -C /OpenROAD-flow-scripts/flow DESIGN_CONFIG=/design/flow/config.mk WORK_HOME=/design/flow/orfs finish
==> impl_metrics.env <==
# source this file to load flow results
export IMPL_yosys_most_used_dff="dfrtp_1"
export IMPL_clock_skew_ns=0.004405
export IMPL_yosysWarnings=9
export IMPL_cpPeakStageDelay_ns=0.79
export IMPL_worst_setup_path_start_kind="flop"
export IMPL_final_setup_worst_slack_ns=0.9869
export IMPL_die_height_um=124
export IMPL_timing_final_hold_violations=0
export IMPL_groute_usage_overall_pct=5.444
export IMPL_h_tree_depth=1
export IMPL_row_count=37
export IMPL_top_area_cell="dfrtp_1"
export IMPL_synth_async_reset_ratio_pct=100.0
export IMPL_antenna_cells_inserted=0
export IMPL_path_cells="nand3_1 -> inv_1 -> clkdlybuf4s50_1"
export IMPL_fmaxAchievable_mhz=331.9
export IMPL_gr_layer_usage_met1_pct=7.863
export IMPL_cts_made_buffers=3
export IMPL_synth_seq_area_share_pct=35.82
export IMPL_count_of_library_flops_with_an_enable_pin=0
export IMPL_remaining_drc_errors=0
export IMPL_rsz0062_at_grt="no"
export IMPL_wl_per_cell_um=11.72
export IMPL_cts_post_setup_buffers_inserted=0
export IMPL_setup_violations=0
export IMPL_io_pin_count=25
export IMPL_grt_pass1_wl_um=6672
export IMPL_outcome="finished clean"
export IMPL_power_density_mw_per_mm2=896.5
export IMPL_route_antenna_remaining_nets=0
export IMPL_max_slew_margin_pct=54.96
export IMPL_finalSetupTns_ns=0
export IMPL_floorplan_core_util_pct=16.10
export IMPL_cts_repair_resized=0
export IMPL_worstHoldStart="dapth1.ROUT.reg_out1[5]"
export IMPL_yosys_top_cells_area="dfrtp_1, ha_1, o21ai_0"
export IMPL_detailed_place_hpwl_um=3215
export IMPL_yosys_area_share_simple_pct=15.30
export IMPL_first_global_vias=1295
export IMPL_yosysCellCount=185
export IMPL_stage_log_warnings=31
export IMPL_place_ws_ns=1.261
export IMPL_max_cap_violations=0
export IMPL_route_detailed_vias_per_inst=3.891
export IMPL_routed_wirelength_um=3985
export IMPL_min_period_ns=3.013
export IMPL_synthTopCellsByCount="dfrtp_1, inv_1, nand2_1"
export IMPL_gr_usage_met3_pct=1.837
export IMPL_dr_first_iter_drc_count=89
export IMPL_clk_path_buf_depth=2
export IMPL_flip_flop_and_latch_count_after_synthesis=24
export IMPL_timing_setup_critical_path_class="reg -> out"
export IMPL_holdBufCountCts=0
export IMPL_first_pass_iters=4
export IMPL_syn_area_per_cell_um2=9.063
export IMPL_post_synth_xor_area_fraction_pct=3.657
export IMPL_slew_viol_final=0
export IMPL_synthesis_area_mm2=0.001677
export IMPL_clkSlewWorstSetupHoldPaths_ns=0.08
export IMPL_mux_area_share_pct=4.925
export IMPL_synth_to_final_area_change_pct=24.70
export IMPL_fa_ha_area_share_pct=12.09
export IMPL_nFillCells=1130
export IMPL_vias=1323
export IMPL_critPathSlowestCell="dfrtp_1"
export IMPL_utilization_pct=20.07
export IMPL_placement_io_buffers=24
export IMPL_compound_area_share_pct=20.67
export IMPL_critPathCaptureType="primary output"
export IMPL_floorplan_core_area_mm2=0.01042
export IMPL_holdCritPathClass="reg -> reg"
export IMPL_cp_max_fo=19
export IMPL_yosys_area_top_type_share_pct=35.82
export IMPL_die_x_um=124
export IMPL_pin_count_of_the_biggest_net_entering_global_routing=25
export IMPL_clk_root_buffer_cell="clkbuf_8"
export IMPL_worst_setup_sp="ctrl.ps[2]"
export IMPL_worstMarginPinSlew_ns=0.6756
export IMPL_busiest_layer="met2"
export IMPL_gpl_final_weighted_congestion=0.8789
export IMPL_antenna_found_initial=0
export IMPL_post_synth_top_count_cell="dfrtp_1"
export IMPL_worst_skew_pair_late_latency_ns=0.27
export IMPL_leakage_power_total_nw=0.9019
export IMPL_peakVddDrop_mv=0.3138
export IMPL_critPathArrivalTime_ns=2.21
export IMPL_post_route_period_util_pct=75.33
export IMPL_cts_tree="done"
export IMPL_synthesis_instances=185
export IMPL_global_route_usage_met2_pct=8.113
export IMPL_die_area_mm2=0.01538
export IMPL_synth_cell_type_count=44
export IMPL_layout_cells_sized_above_1_pct=6.863
export IMPL_crit_required_ns=3.20
export IMPL_crit_reg2reg_launch="dapth1.RA.reg_a1[0]"
export IMPL_yosys_area_mm2=0.001677
export IMPL_cts_num_sinks=24
export IMPL_grt_ovfl_total=0
export IMPL_topCombFamilyByArea="AND-OR/OR-AND gates"
placed cells by master (no fill, tap or decap), drive strengths merged, types with 2 or more instances in the layout:
cell type	n
dfrtp	24
o22ai	4
nor2	9
fa	2
xnor2	7
nand2	16
mux2	2
nor3	3
a21oi	14
a22oi	3
ha	13
nor2b	4
clkbuf	4
and2b	2
mux2i	6
a31oi	2
inv	18
nand2b	5
o21ai	21
nor3b	4
o211ai	2
a32oi	3
clkdlybuf4s50	24
registers in the layout (all words and copies together), names as in the netlist:
name / cells
dapth1.ROUT.reg_out1: 7
dapth1.RB.reg_b1: 7
dapth1.RA.reg_a1: 7
ctrl.ps: 3
layer usage:
layer,wire (um),share of wire (%),vias up
met1,1912,48,609
met5,0,0,-
met2,1677,42,32
met4,22,0.55,0
li1,-,-,680
met3,373,9.4,2
report_power, final:
group	switching, mW	total [mW]	internal [mW]
Sequential	0.139	0.504	0.365
Combinational	0.622	1.21	0.584
Clock	0.0760	0.164	0.0878
Total	0.837	1.87	1.04
worst paths after layout:
| kind | endpoint | slack (ns) | cells after the start |
|---|---|---|---|
| setup / recovery | done | 0.99 | 3 |
| hold / removal | dapth1.ROUT.reg_out1[5] | 0.49 | 2 |
| setup reg to reg | dapth1.RA.reg_a1[6] | 2.10 | 8 |
| hold reg to reg | dapth1.ROUT.reg_out1[5] | 0.49 | 2 |
| max in group asynchronous | dapth1.RB.reg_b1[3] | 2.88 | 3 |
| min in group asynchronous | dapth1.RB.reg_b1[2] | 0.88 | 3 |
layout make-up:
class                   count  area [um2]  area share, %
clock buffers               4       55.05          2.633
flip-flops and latches     24       600.6          28.73
multi-input cells         133       949.7          45.42
well taps                 136       170.2          8.139
inverters                  18       67.56          3.232
repair buffers             25       247.7          11.85
through the flow:
stage	power (mW)	cells	area, um2	hold WS [ns]
6_report	1.874	340	2091	0.4858
5_1_grt	2.094	340	2091	0.5238
4_1_cts	1.891	340	2091	0.4951
3_5_place_dp	1.715	336	2036	0.4762
3_3_place_gp	1.711	336	2036	0.4647
2_1_floorplan	1.452	185	1677	0.4257
logic make-up (layout without fill, tap and decap cells):
logic type,count (synthesis),count (layout)
compound gates,56,56
simple gates,47,47
buf+inv,28,47
flops,24,24
fa+ha+maj,15,15
mux,8,8
xor+xnor,7,7
critical path, delay by kind of cell (launching register included):
family | cells | cell delay [ns]
AND/OR/NAND/NOR | 1 | 0.55
flip-flops | 1 | 0.79
buffers and inverters | 2 | 0.61
Power is estimated from default activity; no workload was simulated.
